### flow/design.v
`timescale 1ns / 1ps
module cnn_top #(
    parameter int DATA_WIDTH = 8,
    parameter int OUT_WIDTH  = 32,
    parameter int IMG_WIDTH  = 28   
)(
    input  logic                   clk,
    input  logic                   rst_n,
    input  logic [DATA_WIDTH-1:0]  s_axis_tdata,    
    input  logic                   s_axis_tvalid,   
    output logic                   s_axis_tready,   
    output logic [OUT_WIDTH-1:0]   m_axis_tdata,    
    output logic                   m_axis_tvalid,   
    input  logic                   m_axis_tready,   
    output logic                   m_axis_tlast     
);
    logic                  win_valid;
    logic [DATA_WIDTH-1:0] win_data [0:8];
    logic signed [7:0]     weights  [0:8];
    assign s_axis_tready = 1'b1; 
    assign m_axis_tlast  = 1'b0;  
    initial begin
        weights[0] = -8'sd1; weights[1] = -8'sd1; weights[2] = -8'sd1;
        weights[3] = -8'sd1; weights[4] =  8'sd8; weights[5] = -8'sd1;
        weights[6] = -8'sd1; weights[7] = -8'sd1; weights[8] = -8'sd1;
    end
    sliding_window #(
        .DATA_WIDTH(DATA_WIDTH),
        .IMG_WIDTH(IMG_WIDTH)
    ) u_sliding_window (
        .clk(clk),
        .rst_n(rst_n),
        .i_valid(s_axis_tvalid),   
        .i_data(s_axis_tdata),     
        .o_valid(win_valid),
        .o_window(win_data)
    );
    conv_mac #(
        .DATA_WIDTH(DATA_WIDTH),
        .OUT_WIDTH(OUT_WIDTH)
    ) u_conv_mac (
        .clk(clk),
        .rst_n(rst_n),
        .i_valid(win_valid),
        .i_window(win_data),
        .i_weights(weights),       
        .o_valid(m_axis_tvalid),   
        .o_result(m_axis_tdata)    
    );
endmodule
`timescale 1ns / 1ps
module conv_mac #(
    parameter int DATA_WIDTH = 8,
    parameter int OUT_WIDTH  = 32  
)(
    input  logic                   clk,
    input  logic                   rst_n,
    input  logic                   i_valid,  
    input  logic [DATA_WIDTH-1:0]  i_window [0:8],
    input  logic signed [7:0]      i_weights [0:8], 
    output logic                   o_valid,
    output logic signed [OUT_WIDTH-1:0] o_result
);
    logic signed [OUT_WIDTH-1:0] mult_results [0:8];
    logic                        valid_stage1;
    always_ff @(posedge clk or negedge rst_n) begin
        if (!rst_n) begin
            valid_stage1 <= 0;
            for(int i=0; i<9; i++) mult_results[i] <= 0;
        end
        else begin
            valid_stage1 <= i_valid;
            if (i_valid) begin
                for(int i=0; i<9; i++) begin
                    mult_results[i] <= $signed({1'b0, i_window[i]}) * i_weights[i];
                end
            end
        end
    end
    always_ff @(posedge clk or negedge rst_n) begin
        if (!rst_n) begin
            o_valid <= 0;
            o_result <= 0;
        end
        else begin
            o_valid <= valid_stage1;
            if (valid_stage1) begin
                o_result <= mult_results[0] + mult_results[1] + mult_results[2] +
                            mult_results[3] + mult_results[4] + mult_results[5] +
                            mult_results[6] + mult_results[7] + mult_results[8];
            end
        end
    end
endmodule
`timescale 1ns / 1ps
module sliding_window #(
    parameter int DATA_WIDTH = 8,   
    parameter int IMG_WIDTH  = 28    
)(
    input  logic                   clk,
    input  logic                   rst_n,    
    input  logic                   i_valid,  
    input  logic [DATA_WIDTH-1:0]  i_data,   
    output logic                   o_valid,  
    output logic [DATA_WIDTH-1:0]  o_window [0:8] 
);
    logic [IMG_WIDTH-1:0][DATA_WIDTH-1:0] line_buf_0;  
    logic [IMG_WIDTH-1:0][DATA_WIDTH-1:0] line_buf_1;  
    logic [DATA_WIDTH-1:0] window [0:2][0:2];
    logic [$clog2(IMG_WIDTH)-1:0] x_cnt;
    logic [$clog2(IMG_WIDTH)-1:0] y_cnt; 
    logic                         warmup_done; 
    always_ff @(posedge clk or negedge rst_n) begin
        if (!rst_n) begin
            x_cnt <= 0;
            y_cnt <= 0;
            o_valid <= 0;
            warmup_done <= 0;
            line_buf_0 <= '{default:0};
            line_buf_1 <= '{default:0};
            for (int r=0; r<3; r++) begin
                for (int c=0; c<3; c++) window[r][c] <= 0;
            end
        end
        else if (i_valid) begin
            line_buf_0 <= {line_buf_0[IMG_WIDTH-2:0], i_data};
            line_buf_1 <= {line_buf_1[IMG_WIDTH-2:0], line_buf_0[IMG_WIDTH-1]};
            window[0][0] <= line_buf_1[IMG_WIDTH-1]; 
            window[0][1] <= window[0][0];            
            window[0][2] <= window[0][1];
            window[1][0] <= line_buf_0[IMG_WIDTH-1]; 
            window[1][1] <= window[1][0];
            window[1][2] <= window[1][1];
            window[2][0] <= i_data;
            window[2][1] <= window[2][0];
            window[2][2] <= window[2][1];
            if (x_cnt == IMG_WIDTH - 1) begin
                x_cnt <= 0;
                y_cnt <= y_cnt + 1; 
                if (y_cnt >= 2) warmup_done <= 1; 
            end
            else begin
                x_cnt <= x_cnt + 1;
            end
            if ((warmup_done || y_cnt >= 2) && x_cnt >= 2) 
                o_valid <= 1;
            else
                o_valid <= 0;
        end 
        else begin
            o_valid <= 0;
        end
    end
    always_comb begin
        o_window[0] = window[0][2]; o_window[1] = window[0][1]; o_window[2] = window[0][0];
        o_window[3] = window[1][2]; o_window[4] = window[1][1]; o_window[5] = window[1][0];
        o_window[6] = window[2][2]; o_window[7] = window[2][1]; o_window[8] = window[2][0];
    end
endmodule
### flow/run.sh
#!/bin/bash
# OpenROAD 26Q1-2900-gdf79404cd8, Yosys 0.63+post, stock flow scripts
make -C /OpenROAD-flow-scripts/flow DESIGN_CONFIG=/design/flow/config.mk WORK_HOME=/design/flow/orfs finish
### flow/config.mk
export PLATFORM = sky130hd
export DESIGN_NAME = cnn_top
export DESIGN_NICKNAME = cnn_top
export VERILOG_FILES = /design/flow/design.v
export SDC_FILE = /design/flow/constraint.sdc
export NUM_CORES = 4
export LEC_CHECK = 1
export CORE_UTILIZATION = 30
export SYNTH_HDL_FRONTEND = slang
### flow/constraint.sdc
current_design cnn_top

set clk_period 5.1
set clk_io_pct 0.2

create_clock -name clk0 -period $clk_period [get_ports {clk}]

set non_clock_inputs [all_inputs -no_clocks]
set_input_delay [expr $clk_period * $clk_io_pct] -clock clk0 $non_clock_inputs
set_output_delay [expr $clk_period * $clk_io_pct] -clock clk0 [all_outputs]
==> results_slide.txt <==
Implementation Results

Status
  – Status: finished, final reports clean

Global routing
  – All-Layer GR Usage: 0.114
  – GRT Residual Overflow: 0
  – Met3 GRT Util: 0.0279
  – GR met1 Demand/Resource: 0.170
  – Maximum number of pins on one net before global-route repair: 130
  – GR met2 Demand/Resource: 0.175
  – Most utilized layer in the global route result: met2
  – Vias in the first global route: 16.9k
  – Global-route wire length before repair: 89.0 mm
  – Number of antenna violations at the first check in global routing: 0

Final timing
  – Total count of max-transition violations in the final report: 0
  – RSZ-0062 raised after global routing: no
  – TNS Setup: 0 ns
  – Final Setup Violations: 0
  – Crit path time final: 4.86 ns
  – Endpoints failing hold: 0
  – Final Cycle Share: 0.953
  – Relative slew margins: 0.437
  – Clock skew: 0.0353 ns
  – Transition time of the tightest slew-check pin: 0.835 ns
  – Maximum frequency from static timing analysis: 0.206 GHz

Critical path
  – Worst Setup Start Kind: register
  – Cell repeated most along the worst path: sky130_fd_sc_hd__fa_1
  – Max Fanout on Critical Path: 11
  – Data required time at the worst endpoint: 5.58 ns
  – Endpoint kind of the worst setup timing path: register
  – CP max stage cell: sky130_fd_sc_hd__fa_1
  – CP Class: register to register
  – Crit-path cells: inv_1, fa_1, inv_1, fa_1, fa_1, inv_1, fa_1, inv_1, fa_1, a21o_1, a311oi_2, o21ai_2, a311oi_2, buf_4, a311o_1, nand3_1
  – Highest cell delay on the worst timing path: 0.57 ns
  – WP data arrival: 5.34 ns

Flow run
  – Max-cap violations: 0
  – Number of warning messages in the logs: 38

Layout
  – Non-filler cells, final: 3577
  – Share of the core filled with cells: 0.348
  – Area growth syn-to-layout: 14.9%
  – Layout Cell Area excl Fill: 0.0336 sq mm
  – Area of the multi-input gates: 0.0117 sq mm
  – Register area: 0.0162 sq mm
  – Fraction of final layout cells sized beyond drive strength 1: 0.279
  – Layout filler cell count: 9024

Clock network
  – TritonCTS Buffers: 71
  – Clock buffer depth: 3
  – Root buf cell: sky130_fd_sc_hd__clkbuf_16
  – Clock insertion delay at the later pin of the skew report: 0.62 ns
  – CTS clk-pin slew, worst paths: 0.06 ns
  – Clock sinks: 646
  – H-tree depth: 3
  – Clock tree from TritonCTS: built
  – Count of hold-fix buffers inserted at cts: 0

Yosys
  – Distinct cells, synth: 62
  – Mapped cell area: 0.0292 sq mm
  – Leading register cell type out of synthesis: sky130_fd_sc_hd__dfrtp_1
  – Avg Synthesized Cell Area: 13.2 sq um
  – Area reported by Yosys stat: 0.0292 sq mm
  – Number of enable-type register cells in the synthesized netlist: 0
  – Largest cells by area: sky130_fd_sc_hd__dfrtp_1, sky130_fd_sc_hd__mux2_2, sky130_fd_sc_hd__fa_1
  – Total of warnings raised by yosys: 0
  – Sequential area share after synthesis: 0.553
  – Count of instantiated cells in the yosys netlist: 2208
  – Synthesized registers: 646
  – Cell count after synthesis: 2208
  – Proportion of synthesized flip-flops having asynchronous set or reset: 1.00
  – Top cell type's share of synthesized area: 0.553
  – Library cell with the largest summed area after synthesis: sky130_fd_sc_hd__dfrtp_1

Detailed routing
  – Drt initial violations: 951
  – Total length of routed wires: 51.5 mm
  – Antenna cells: 0
  – Number of vias per cell after detailed routing: 4.44
  – # DRC: 0
  – Total number of vias: 15.9k
  – DRT antenna net count: 0
  – Final routed wire length divided by cell count: 14.4 microns
  – First-pass iteration count of the detailed router: 4

Placed design
  – Post-placement cell count: 3447
  – Routability congestion estimate from global placement: 0.837
  – Placed wire-length estimate: 34.4 mm
  – Area of placed instances: 0.0311 sq mm
  – Total of buffers placed on input and output ports: 43

Die
  – Die extent in y: 314 microns
  – Effective utilization at floorplan: 0.303
  – Die width: 314 microns
  – Die outline area: 0.0987 sq mm
  – Core Area: 0.0966 sq mm
  – Number of rows created at floorplan: 114
  – Number of top-level design ports: 47

Min path
  – Worst Hold Class: primary input to async pin
## logic make-up after synthesis
family | Yosys count | synth area share
muxes | 509 | 0.196
adders and majority gates | 170 | 0.103
other | 2 | 0.000257
buffers and inverters | 356 | 0.0466
AOI/OAI and AO/OA | 231 | 0.0466
xor gates and xnor gates | 48 | 0.0144
DFF | 646 | 0.553
and+or+nand+nor | 246 | 0.0403
## final cells by class
| class | count | share of cell area |
|---|---|---|
| inverters | 259 | 0.0289 |
| clock inverters | 22 | 0.0111 |
| well taps | 1276 | 0.0475 |
| flip-flops and latches | 646 | 0.481 |
| clock buffers | 108 | 0.0627 |
| multi-input cells | 1206 | 0.348 |
| repair buffers | 60 | 0.0199 |
## cell usage after synthesis, types with 3 or more instances
master,instances
sky130_fd_sc_hd__nand4_1,10
sky130_fd_sc_hd__buf_1,8
sky130_fd_sc_hd__o21ai_0,128
sky130_fd_sc_hd__xor2_1,11
sky130_fd_sc_hd__nor2_1,42
sky130_fd_sc_hd__and3_1,4
sky130_fd_sc_hd__nand2b_1,20
sky130_fd_sc_hd__o2bb2ai_1,4
sky130_fd_sc_hd__a211o_1,3
sky130_fd_sc_hd__and2_1,7
sky130_fd_sc_hd__a22oi_1,3
sky130_fd_sc_hd__nand2_1,96
sky130_fd_sc_hd__o21a_1,4
sky130_fd_sc_hd__a31oi_1,4
sky130_fd_sc_hd__xnor2_1,37
sky130_fd_sc_hd__a21o_1,11
sky130_fd_sc_hd__a21oi_1,37
sky130_fd_sc_hd__or4_1,3
sky130_fd_sc_hd__mux2_2,503
sky130_fd_sc_hd__nor4_1,15
sky130_fd_sc_hd__ha_1,53
sky130_fd_sc_hd__o21ai_1,4
sky130_fd_sc_hd__nor3_1,13
sky130_fd_sc_hd__inv_1,259
sky130_fd_sc_hd__fa_1,117
sky130_fd_sc_hd__a221oi_1,4
sky130_fd_sc_hd__o211ai_1,6
sky130_fd_sc_hd__o21bai_1,3
sky130_fd_sc_hd__dfrtp_1,646
sky130_fd_sc_hd__nand3_1,20
sky130_fd_sc_hd__clkbuf_1,83
sky130_fd_sc_hd__or3_1,7
sky130_fd_sc_hd__mux2i_1,6
## placed cells by master (no fill, tap or decap), types with 8 or more instances in the layout
master	count
sky130_fd_sc_hd__a21o_1	11
sky130_fd_sc_hd__a21oi_1	37
sky130_fd_sc_hd__buf_12	8
sky130_fd_sc_hd__buf_4	9
sky130_fd_sc_hd__clkbuf_1	19
sky130_fd_sc_hd__clkbuf_16	72
sky130_fd_sc_hd__clkbuf_8	17
sky130_fd_sc_hd__clkdlybuf4s50_1	41
sky130_fd_sc_hd__dfrtp_1	645
sky130_fd_sc_hd__fa_1	116
sky130_fd_sc_hd__ha_1	53
sky130_fd_sc_hd__inv_1	259
sky130_fd_sc_hd__mux2_2	503
sky130_fd_sc_hd__nand2_1	96
sky130_fd_sc_hd__nand2b_1	20
sky130_fd_sc_hd__nand3_1	20
sky130_fd_sc_hd__nand4_1	10
sky130_fd_sc_hd__nor2_1	42
sky130_fd_sc_hd__nor3_1	13
sky130_fd_sc_hd__nor4_1	15
sky130_fd_sc_hd__o21ai_0	127
sky130_fd_sc_hd__xnor2_1	37
sky130_fd_sc_hd__xor2_1	11
## metal layers
layer | vias up | routed length, microns
met5 | - | 0
met4 | 0 | 1320
met3 | 88 | 2590
met2 | 244 | 24100
met1 | 8048 | 23500
li1 | 7519 | -
## critical path: cells and delay by family (launching register included)
family,cells,cell delay [ns]
flip-flops,1,0.32
AND/OR/NAND/NOR,1,0.07
adder cells (fa/ha/maj),5,2.67
AND-OR/OR-AND,5,1.18
buffers and inverters,5,0.48
## what timing repair did
item / CTS / global route
gates resized: 0 / 2
setup buffers: 0 / 0
setup endpoints to repair: 0 / 8
## worst paths after layout
kind / from / end / slack [ns] / depth (start not counted)
max: u_conv_mac.mult_results[3] / u_conv_mac.o_result[20] / 0.24 / 16
min reg2reg: u_sliding_window.line_buf_0[15] / u_sliding_window.line_buf_0[23] / 0.47 / 2
min: rst_n / u_sliding_window.line_buf_0[111] / 0.36 / 1
max reg2reg: u_conv_mac.mult_results[3] / u_conv_mac.o_result[20] / 0.24 / 16
min in group clk0: u_sliding_window.line_buf_0[15] / u_sliding_window.line_buf_0[23] / 0.47 / 2
max in group asynchronous: rst_n / u_conv_mac.mult_results[5] / 3.57 / 2
## stage by stage
| stage | hold slack (ns) | setup slack (ns) |
|---|---|---|
| CTS | 0.376 | 0.152 |
| global placement | 0.460 | 0.132 |
| finish | 0.361 | 0.238 |
| detailed placement | 0.463 | 0.151 |
| floorplan | 0.352 | 0.533 |
| global route | 0.389 | 0.0283 |
## registers in the layout (all words and copies together) (netlist names)
name and count:
u_conv_mac.valid_stage1 1, u_sliding_window.warmup_done 1, u_conv_mac.o_result 32, u_sliding_window.o_valid 1, u_sliding_window.y_cnt 5, u_conv_mac.o_valid 1, u_sliding_window.o_window 24, u_sliding_window.line_buf_0 224
u_sliding_window.x_cnt 5, u_sliding_window.line_buf_1 224, u_conv_mac.mult_results 128
